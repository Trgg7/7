## design/flow/config.mk

```make
export PLATFORM = sky130hd
export DESIGN_NAME = controller
export DESIGN_NICKNAME = controller
export VERILOG_FILES = /design/flow/design.v
export SDC_FILE = /design/flow/constraint.sdc
export NUM_CORES = 4
export LEC_CHECK = 1
export CORE_AREA = 10 10 94 94
export DIE_AREA = 0 0 104 104
```

## design/flow/constraint.sdc

```tcl
current_design controller

set clk_period 1.6
set clk_io_pct 0.2

create_clock -name clk0 -period $clk_period [get_ports {clk}]

set non_clock_inputs [all_inputs -no_clocks]
set_input_delay [expr $clk_period * $clk_io_pct] -clock clk0 $non_clock_inputs
set_output_delay [expr $clk_period * $clk_io_pct] -clock clk0 [all_outputs]
```

## design/flow/design.v

```verilog
module controller(input clk, input rst_n, input [2:0] opcode, input [1:0] ALU_op, input [1:0] shift_op,
                  input Z, input N, input V,
                  output wire waiting,
                  output reg [1:0] reg_sel, output reg [1:0] wb_sel, output reg w_en,
                  output reg en_A, output reg en_B, output reg en_C, output reg en_status,
                  output reg sel_A, output reg sel_B ,output reg clear_pc, output reg load_pc, output reg load_addr, output reg ram_w_addr, output reg sel_addr, output reg load_ir, output reg ram_w_en);
reg waitreg;
reg rst;
wire [4:0] state;
reg [4:0] nxstate;
assign state = nxstate;
assign waiting = waitreg;
always @(posedge clk)begin
if (~rst_n)begin 
nxstate = 5'b00000;
end
else begin 
case(state)
5'b00000 : nxstate = 5'b01100;
5'b01100 : nxstate = 5'b01101;
5'b01110 : nxstate = 5'b01101;
5'b01101 : nxstate = 5'b00001;
5'b00001 : if({opcode,ALU_op} === 5'b11010)begin nxstate = 5'b00011;end
	else if({opcode,ALU_op} === 5'b11000||{opcode,ALU_op} === 5'b10111)begin nxstate = 5'b00010; end
else if (opcode === 3'b111) begin nxstate = 5'b01011; end
	else begin nxstate = 5'b00100; end
5'b00100 : nxstate = 5'b00010;
5'b00011 : nxstate = 5'b01110;
5'b00010 : if({opcode,ALU_op} === 5'b10100)begin nxstate = 5'b00101; end
	else if({opcode,ALU_op} === 5'b10101)begin nxstate = 5'b00110; end
	else if({opcode,ALU_op} === 5'b10110)begin nxstate = 5'b00101; end
	else if({opcode,ALU_op} === 5'b10111)begin nxstate = 5'b01001; end
	else if({opcode,ALU_op} === 5'b11000)begin nxstate = 5'b01001; end
	else if({opcode,ALU_op} === 5'b01100)begin nxstate = 5'b00111;end
	else if({opcode,ALU_op} == 5'b10000) begin nxstate = 5'b00111; end
	else begin nxstate = 5'b01110; end
5'b00111 : nxstate = 5'b01000;
5'b01000 : begin
                     if({opcode, ALU_op} == 5'b01100) nxstate = 5'b01100;
                     else if({opcode, ALU_op} == 5'b10000) nxstate = 5'b01101;
                   end
5'b01101 : nxstate = 5'b01110;
5'b01110: nxstate = 5'b00001;
5'b01100 : nxstate = 5'b01010;
5'b00101 : nxstate = 5'b01010;
5'b00110 : nxstate = 5'b01110;
5'b01001 : nxstate = 5'b01010;
5'b01010 : nxstate = 5'b01110;
5'b01011 : nxstate = 5'b01011;
default : nxstate = 5'b01110;
endcase
end
end
always @(*)begin 
case(state)
5'b00000 : begin
 {waitreg,reg_sel,wb_sel,w_en,en_A,en_B,en_C,en_status,sel_A,sel_B} = 12'b100000000000;
clear_pc = 1'b1;
load_pc = 1'b1;
sel_addr = 1'b1;
load_ir = 1'b0;
end
5'b01100 : begin
 {waitreg,reg_sel,wb_sel,w_en,en_A,en_B,en_C,en_status,sel_A,sel_B} = 12'b100000000000;
clear_pc = 1'b1;
load_pc = 1'b0;
load_ir = 1'b1;
end
5'b01101 : begin
 {waitreg,reg_sel,wb_sel,w_en,en_A,en_B,en_C,en_status,sel_A,sel_B} = 12'b100000000000;
clear_pc = 1'b1;
load_pc = 1'b1;
ram_w_en = 1'b1;
load_ir = 1'b1;
end
5'b01011 : begin
 {waitreg,reg_sel,wb_sel,w_en,en_A,en_B,en_C,en_status,sel_A,sel_B} = 12'b100000000000;
load_pc = 1'b0;
load_ir = 1'b0;
end
5'b01110: begin
 {waitreg,reg_sel,wb_sel,w_en,en_A,en_B,en_C,en_status,sel_A,sel_B} = 12'b100000000000;
clear_pc = 1'b0;
load_pc = 1'b0;
load_ir = 1'b1;
end
5'b00001 : begin {waitreg,reg_sel,wb_sel,w_en,en_A,en_B,en_C,en_status,sel_A,sel_B} = 12'b000000000000;
load_pc = 1'b0;
ram_w_en = 1'b0;
load_ir = 1'b0;
end
5'b00011 : {w_en,reg_sel,wb_sel} =5'b11010;
5'b00010 : {reg_sel,en_A,en_B} = 4'b0001;
5'b00100 : {reg_sel,en_A,en_B} = 4'b1010;
5'b00101 : {sel_A,sel_B,en_A,en_B,en_C,reg_sel} = 7'b0000101;
5'b00110 : begin{sel_A,sel_B,en_A,en_B,en_C,reg_sel} = 7'b0000001;
en_status = (Z|N|V)? 1'b1:1'b0;
end
5'b00111 : {sel_A,sel_B,en_A,en_B} = 4'b0101;
5'b01001 : {sel_A,sel_B,en_A,en_B,en_C,reg_sel} = 7'b1000101;
5'b01010 : begin {reg_sel,w_en,en_A,en_B} = 5'b01100;
wb_sel = ({opcode,ALU_op} == 5'b01100)? 2'b11:2'b00;
clear_pc = 1'b1;
load_pc = 1'b1;
load_ir = 1'b0;
end
5'b01000 : {load_addr,sel_addr,en_C} = 3'b100;
5'b01100 : {load_addr} = 1'b0;
5'b01101 : {load_addr,en_B,reg_sel} = 4'b0101;
5'b01110 : {sel_A,sel_B,en_C,en_B} = 4'b1010;
default : begin {waitreg,reg_sel,wb_sel,w_en,en_A,en_B,en_C,en_status,sel_A,sel_B} = 12'b000000000000;
end
endcase
end
endmodule: controller
```

## design/flow/run.sh

```bash
#!/bin/bash
# OpenROAD 26Q1-2900-gdf79404cd8, Yosys 0.63+post, stock flow scripts
make -C /OpenROAD-flow-scripts/flow DESIGN_CONFIG=/design/flow/config.mk WORK_HOME=/design/flow/orfs finish
```

==> run notes <==
impl run done, here's what came out: CP peak stage delay 0.47 ns, min Tclk post-route 1.48 ns, vias per inst 3.55, Clock H-tree levels 1, CP Capture Type flip-flop, worst-path maximum fanout 2, first-pass GRT wire length 3780 um, Clk pin slew, worst setup/hold paths 0.05 ns, DIE WIDTH 104 um, post-layout utilization of the core 0.211, total power 777 uW, Final Skew 0.00106 ns, cell with the most instances after synthesis dlxtn_1, vias in the first global route 749, RSZ-0062 raised after global routing no, n_diodes 0, floorplan utilization 0.149, async set or reset register ratio after synthesis 0, number of unconstrained endpoints 34, max cap viols 0, status complete, no violations, via count 828, Die Area 10800 um^2, EDFF count, synth 0, HPWL after detailed placement 1900 um, IO Port Bufs 26, clock root cell clkbuf_8, Peak Freq 675 MHz, crit share post-route 0.926, Comb power frac 0.114, power density cells 539 nW/um^2, Crit Path Category in -> reg, TritonCTS buffer count 3, Max clock buf depth 2, yosys stat cell total 111, hold_buf cts 0, count of unclocked register or latch pins 17, Worst Path Buf+Inv 1, Final setup viols 0, GRT Total Usage 0.0406, Mapped Area 1010 um^2, Data arrival, critical path 1.66 ns, OpenROAD warning count 27, PostCTS Resize Cnt 0, DRT antenna net count 0, io pins 31, switching portion of total power 0.205, CP max stage cell clkdlybuf4s50_1, top_reg_cell synth dlxtn_1, cell taking the most area after synthesis dfxtp_1, Cells after DPL 229, # Post-CTS Setup Buffers 0, Setup crit start kind input port, Worst Path Required 1.78 ns, Post-Synthesis Cells 111, grt ovf 0, Iter 0 DRT Violations 53, largest net degree at the start of global routing 12, synth-to-layout area growth 41.9%, routability cong. 0.799, drt drc 0, share of layout cells above drive strength 1 0.139, Dominant cell area share 0.296, yosys stat chip area 1010 um^2, clock share of power 0.371, drt total wl 2340 um, antenna violations before repair 0, wire per inst 10.0 um, Finished Layout Cells 233, ys flops 32, Mean Syn Cell Area 9.14 um^2, Slew Viols, Final 0, Hold Crit Class reg -> reg, family with the most delay on the worst path simple AND/OR/NAND/NOR gates, Placeable Area 6830 um^2, worst-skew pair later-pin latency 0.24 ns, Hold Vio Cnt, Final 0, sequential cell fraction of total power 0.515, Int Pwr 618 uW, Top cells by area dfxtp_1 (30%), dlxtn_1 (25%), or2_2 (3.7%), Rows 30, Synth cell types 38, top post-synthesis cells by count dlxtn_1 (17), dfxtp_1 (15), nor2_1 (9), die height 104 um, first-pass iteration count of the detailed router 4, Max VDD drop 204 uV, P_sw 159 uW, Pleak 0.000591 uW, Synth warnings 2, CTS tree built, Cell Chain, Critical Path clkdlybuf4s50_1 -> or3b_1 -> a211oi_2 -> and3_1
-- through the flow --
| step | setup slack (ns) | hold WS (ns) | setup TNS [ns] | instance area [um^2] |
|---|---|---|---|---|
| after floorplan | 0.302 | 0.447 | 0 | 1010 |
| after global placement | -0.180 | 0.467 | -0.556 | 1390 |
| after detailed placement | -0.191 | 0.468 | -0.615 | 1390 |
| after CTS | 0.0561 | 0.481 | 0 | 1440 |
| after global routing | 0.0272 | 0.497 | 0 | 1440 |
| final | 0.118 | 0.476 | 0 | 1440 |
-- power by group through the flow --
stage | registers (uW) | logic (uW) | clock network (uW)
6_report | 400 | 88.9 | 288
5_1_grt | 401 | 98.9 | 312
4_1_cts | 400 | 87.9 | 295
-- state kept, by name, summed over array words and instances (netlist names) --
| name | cells |
|---|---|
| sel_A | 1 |
| en_A | 1 |
| waitreg | 1 |
| clear_pc | 1 |
| nxstate | 15 |
| w_en | 1 |
| ram_w_en | 1 |
| en_C | 1 |
| en_status | 1 |
| en_B | 1 |
| load_pc | 1 |
| reg_sel | 2 |
| load_ir | 1 |
| sel_addr | 1 |
| wb_sel | 2 |
| sel_B | 1 |
-- per-layer routing --
metal	part of all wire	GRT usage	wire length, um	vias to the layer above
li1	-	-	-	432
met1	0.59	0.0685	1370	359
met2	0.33	0.0486	773	35
met3	0.065	0.00940	153	2
met4	0.017	0.00895	40	0
met5	0	0	0	-
-- placed cells by master (no fill, tap or decap), drive strengths merged --
master         instances
and4                   1
o2bb2ai                1
clkbuf                 4
nand3b                 1
nand2                  5
nor2                   9
conb                   2
nor2b                  1
nor4b                  2
clkdlybuf4s50         26
or2                    8
o21ai                  3
a41oi                  2
dfxtp                 15
o21bai                 1
o31a                   1
nor3b                  2
nor4                   1
buf                    5
nor3                   5
inv                    4
nand4                  1
a21oi                  2
nand4b                 1
a211oi                 1
and4b                  1
and3                   2
and2                   1
o31ai                  1
nand3                  2
or4                    1
or3b                   1
or3                    6
dlxtn                 17
and3b                  1
-- area by class of cell --
cell class                      count  area [um^2]
Fill cell                         777         5390
Multi-Input combinational cell     66          407
Tap cell                           96          120
Timing Repair Buffer               31          298
Sequential cell                    32          556
Inverter                            4         15.0
Clock buffer                        4         45.0
-- logic make-up (layout without fill, tap and decap cells) --
logic type | count (synthesis) | in the layout | share of synthesized area
buf+inv | 13 | 39 | 0.0567
flops | 15 | 15 | 0.296
other cells | 2 | 2 | 0.00740
simple gates | 52 | 52 | 0.307
compound gates | 12 | 12 | 0.0814
latches | 17 | 17 | 0.252
-- final timing paths --
| path | startpoint | end | slack (ns) | cells after the start |
|---|---|---|---|---|
| worst max-delay path | opcode[2] | nxstate[14] | 0.12 | 4 |
| worst max register to register | nxstate[8] | nxstate[2] | 0.63 | 3 |
| worst min-delay path | nxstate[11] | nxstate[8] | 0.48 | 1 |
| worst min register to register | nxstate[11] | nxstate[8] | 0.48 | 1 |
Power is estimated from default activity; no workload was simulated.
